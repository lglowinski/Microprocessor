[config.mk]
export PLATFORM = sky130hd
export DESIGN_NAME = Microprocessor
export DESIGN_NICKNAME = Microprocessor
export VERILOG_FILES = /design/flow/design.v
export SDC_FILE = /design/flow/constraint.sdc
export NUM_CORES = 4
export LEC_CHECK = 1
export CORE_UTILIZATION = 30
[constraint.sdc]
current_design Microprocessor

set clk_period 38.3
set clk_io_pct 0.2

create_clock -name clk0 -period $clk_period [get_ports {clk}]

set non_clock_inputs [all_inputs -no_clocks]
set_input_delay [expr $clk_period * $clk_io_pct] -clock clk0 $non_clock_inputs
set_output_delay [expr $clk_period * $clk_io_pct] -clock clk0 [all_outputs]
[design.v]
module Microprocessor(
    input clk,
    input reset,
    input [7:0] io_in,
    output reg [7:0] io_out
);
    reg [15:0] pc;  
    reg [7:0] ir;   
    reg [7:0] acc;  
    reg [7:0] ram [0:255];  
    localparam [7:0]
        NOP      = 8'b00000000,
        LDA_IMM  = 8'b00000001,
        LDA_MEM  = 8'b00000010,
        STA_MEM  = 8'b00000011,
        ADD_IMM  = 8'b00000100,
        ADD_MEM  = 8'b00000101,
        SUB_IMM  = 8'b00000110,
        SUB_MEM  = 8'b00000111,
        JMP      = 8'b00001000,
        JZ       = 8'b00001001,
        JNZ      = 8'b00001010,
        IN       = 8'b00001011,
        OUT      = 8'b00001100;
    initial begin
        ram[0] <= LDA_IMM;
        ram[1] <= 8'd10;
        ram[2] <= STA_MEM;
        ram[3] <= 8'd0;
        ram[4] <= ADD_IMM;
        ram[5] <= 8'd5;
        ram[6] <= STA_MEM;
        ram[7] <= 8'd1;
        ram[8] <= LDA_MEM;
        ram[9] <= 8'd0;
        ram[10] <= SUB_MEM;
        ram[11] <= 8'd1;
        ram[12] <= JZ;
        ram[13] <= 8'd15;
        ram[14] <= LDA_IMM;
        ram[15] <= 8'd1;
        ram[16] <= OUT;
        ram[17] <= JMP;
        ram[18] <= 8'd9;
        ram[19] <= LDA_IMM;
        ram[20] <= 8'd0;
        ram[21] <= OUT;
        ram[22] <= NOP;
        pc <= 16'd0;  
    end
    always @(posedge clk) begin
        if (reset) begin
            pc <= 16'd0;  
        end else begin
            ir <= ram[pc];  
            case(ir)
                NOP: pc <= pc + 1;  
                LDA_IMM: begin
                    acc <= ram[pc + 1];  
                    pc <= pc + 2;
                end
                LDA_MEM: begin
                    acc <= ram[ram[pc + 1]];  
                    pc <= pc + 2;
                end
                STA_MEM: begin
                    ram[ram[pc + 1]] <= acc;  
                    pc <= pc + 2;
                end
                ADD_IMM: begin
                    acc <= acc + ram[pc + 1];  
                    pc <= pc + 2;
                end
                ADD_MEM: begin
                    acc <= acc + ram[ram[pc + 1]];  
                    pc <= pc + 2;
                end
                SUB_IMM: begin
                    acc <= acc - ram[pc + 1];  
                    pc <= pc + 2;
                end
                SUB_MEM: begin
                    acc <= acc - ram[ram[pc + 1]];  
                    pc <= pc + 2;
                end
                JMP: begin
                    pc <= {8'b0, ram[pc + 1]};  
                end
                JZ: begin
                    if (acc == 0)
                        pc <= {8'b0, ram[pc + 1]};  
                    else
                        pc <= pc + 2;
                end
                JNZ: begin
                    if (acc != 0)
                        pc <= {8'b0, ram[pc + 1]};  
                    else
                        pc <= pc + 2;
                end
                IN: begin
                    acc <= io_in;  
                    pc <= pc + 1;
                end
                OUT: begin
                    io_out <= acc;  
                    pc <= pc + 1;
                end
            endcase
        end
    end
endmodule
[run.sh]
#!/bin/bash
# OpenROAD 26Q1-2900-gdf79404cd8, Yosys 0.63+post, stock flow scripts
make -C /OpenROAD-flow-scripts/flow DESIGN_CONFIG=/design/flow/config.mk WORK_HOME=/design/flow/orfs finish
==> highlights.md <==
## Global routing
- 1.13 — combined global-route utilization of all metal layers
- 133 — pin count of the biggest net entering global routing
- 58900 — remaining global-route overflow
- 2550 mm — wire length of the first global-routing pass
- 177000 — number of global-route vias before repair

## Outcome
- aborted with a tool error — outcome
- [ERROR GRT-0116] Global routing finished with congestion. Check the congestion regions in the DRC Viewer. — first logged error message
- global routing (5_1_grt) — stage at which the run stopped

## Clock tree
- 0 — total of cells resized after clock tree synthesis
- sky130_fd_sc_hd__clkbuf_16 — cell at the root of the clock tree
- 2080 — # clock sinks
- 264 — number of CTS-inserted buffers
- 0 — Post-CTS Hold Buffers
- 4 — largest buffer count on any clock path
- 0 — Post CTS Setup Buffer Count
- 5 — H-tree lvl count

## Yosys
- 2 — count of synthesis-stage warnings from yosys
- 0.545 — fraction of the yosys area taken by sequential cells
- 0.543 — Area leader share
- 10300 — cell count in the Yosys report
- 115000 um2 — yosys-reported design area after synthesis
- sky130_fd_sc_hd__edfxtp_1 — largest area contributor in the synthesized netlist
- 2080 — #FFs+latches synth
- sky130_fd_sc_hd__edfxtp_1 — Commonest flop
- 117 — number of distinct library cells after synthesis
- 2072 — number of enable-type register cells in the synthesized netlist
- sky130_fd_sc_hd__edfxtp_1 54%, sky130_fd_sc_hd__a22oi_1 7.6%, sky130_fd_sc_hd__a22o_1 3.4% — leading post-synthesis cells by cell area
- 10300 — number of cells produced by synthesis
- 0 — Synth async-reset ratio
- 115000 um2 — area of the mapped netlist
- 11.1 um2 — Synth Area per Inst

## Place
- 17 — count of buffers from port buffering
- 1.81 — final weighted congestion in routability-driven placement
- 21.94 ns — worst setup slack before clock tree synthesis
- 136000 um2 — area post-placement
- 1620 mm — HPWL after DPL

## Floorplan
- 620 um — Die H
- 0.302 — Starting Density
- 620 um — Die X-Extent
- 226 — FP Rows
- 18 — Ports

## kinds of logic after synthesis
group | Yosys count | synth area share
buffers and inverters | 932 | 0.0348
muxes | 93 | 0.00910
xor gates and xnor gates | 27 | 0.00259
AOI/OAI and AO/OA | 3920 | 0.265
and+or+nand+nor | 3237 | 0.142
DFF | 2080 | 0.545
adders and majority gates | 18 | 0.00203
## Yosys cell counts (all sizes together) (234+ instances only)
master  count
nand4     438
a21oi     305
nand3     694
buf       404
a22oi    1165
clkbuf    493
nand2     519
a221oi    345
nor2      747
edfxtp   2072
a22o      442
nor4      234
nor3      266
a32oi     243
## metrics by stage
step                      hold slack, ns  std cells
after detailed placement           0.715      16600
after global placement             0.697      16600
after CTS                          0.726      17100
after floorplan                    0.580      10300
## routing by layer
layer	overflow	global-route usage
met1	4091	0.975
met5	207	0.839
met3	3746	0.917
met4	7246	1.06
met2	43600	1.50
